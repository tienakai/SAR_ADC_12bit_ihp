===== flow/config.mk =====
export PLATFORM = sky130hd
export DESIGN_NAME = state_machine
export DESIGN_NICKNAME = state_machine
export VERILOG_FILES = /design/flow/design.v
export SDC_FILE = /design/flow/constraint.sdc
export NUM_CORES = 4
export LEC_CHECK = 1
export CORE_UTILIZATION = 40

===== flow/constraint.sdc =====
current_design state_machine

set clk_period 6.2
set clk_io_pct 0.2

create_clock -name clk0 -period $clk_period [get_ports {clk}]

set non_clock_inputs [all_inputs -no_clocks]
set_input_delay [expr $clk_period * $clk_io_pct] -clock clk0 $non_clock_inputs
set_output_delay [expr $clk_period * $clk_io_pct] -clock clk0 [all_outputs]

===== flow/design.v =====
module state_machine(
    input clk,
    input rst_z,
    input start,
    input single_ended,
    input en_offset_cal,
    input comp_p,
    input vin_p_sw_on,
    input vin_n_sw_on,
    input en_vcm_sw_o_i,
    input [10:0] vcm_o_i,
    output [5:0] data,
    output clk_data,
    output sample_o,
    output reg [10:0] vcm_o,
    output reg [10:0] vref_z_p_o,
    output reg [10:0] vref_z_n_o,
    output reg [10:0] vss_p_o,
    output reg [10:0] vss_n_o,
    output reg vcm_dummy_o,
    output reg en_vcm_sw_o,
    output reg en_comp,
    output reg offset_cal_cycle,
    output reg en_offset_cal_o
);
    reg [1:0] state;
    parameter idle = 2'd0, sample = 2'd1, convert = 2'd2;
    reg counter_sample;
    reg single_ended_reg;
    reg [11:0] counter;
    reg [11:0] result;
    reg allow_vcm_sw;
    reg [10:0] allow_vref_sw;
    integer i;
    wire [11:0] en_dac_out;
    always @(posedge clk or negedge rst_z) begin
        if (!rst_z)
            state <= idle;
        else case (state)
            idle:    state <= start ? sample : idle;
            sample:  state <= counter_sample ? convert : sample;
            convert: state <= ((counter == 12'hFFF && ~single_ended_reg) ||
                               (counter == 12'hFFE &&  single_ended_reg)) ? idle : convert;
            default: state <= idle;
        endcase
    end
    always @(posedge clk or negedge rst_z) begin
        if (!rst_z)
            counter_sample <= 1'b0;
        else if (state != sample)
            counter_sample <= 1'b0;
        else
            counter_sample <= ~counter_sample;
    end
    always @(posedge clk or negedge rst_z) begin
        if (!rst_z)
            single_ended_reg <= 1'b0;
        else if (state == idle)
            single_ended_reg <= single_ended;
    end
    always @(posedge clk or negedge rst_z) begin
        if (!rst_z)
            counter <= 12'b0;
        else if (state == idle || state == sample)
            counter <= 12'b0;
        else if (state == convert) begin
            counter <= counter >> 1;
            counter[11] <= 1'b1;
        end
    end
    assign en_dac_out = (~counter) & (12'h800 + (counter >> 1));
    always @(posedge clk or negedge rst_z) begin
        if (!rst_z)
            result <= 12'd0;
        else if (state == sample)
            result <= 12'd0;
        else if (state == convert) begin
            if (single_ended_reg) begin
                for (i = 0; i < 11; i = i + 1)
                    result[i] <= en_dac_out[i+1] ? comp_p : result[i];
                result[11] <= 1'b0;
            end else begin
                for (i = 0; i < 12; i = i + 1)
                    result[i] <= en_dac_out[i] ? comp_p : result[i];
            end
        end
    end
    assign sample_o = ((state == sample) | en_vcm_sw_o_i) & ~counter[11] & (state != idle);
    assign clk_data = counter[5] & (state == convert);
    assign data     = counter[4] ? ~result[5:0]
                                 : {~(result[11] | single_ended_reg), ~result[10:6]};
    always @(*) begin
        en_offset_cal_o = rst_z & en_offset_cal;
        allow_vcm_sw    = ~(vin_p_sw_on | vin_n_sw_on);
        vcm_dummy_o     = (state == convert) & allow_vcm_sw;
        if (single_ended_reg) begin
            en_comp          = ~clk & (state == convert) & ~(~en_offset_cal & counter[1]);
            offset_cal_cycle = counter[1] & en_offset_cal;
            vcm_o            = 11'd0;
            vref_z_p_o       = result[10:0] | (~allow_vref_sw);
            vref_z_n_o       = 11'h7FF;
            vss_p_o          = (result[10:0] | (~allow_vref_sw)) & {11{(state==convert)&allow_vcm_sw}};
            vss_n_o          = {11{(state==convert)&allow_vcm_sw}};
            en_vcm_sw_o      = (counter[1] & (state==convert)) | (state==sample);
            allow_vref_sw    = {11{(state==convert)&allow_vcm_sw}} & {1'b1,counter[11:2]};
        end else begin
            en_comp          = ~clk & (state == convert) & ~(~en_offset_cal & counter[0]);
            offset_cal_cycle = counter[0] & en_offset_cal;
            vcm_o            = ~(counter[11:1] | {11{~((state==convert)&allow_vcm_sw)}});
            vref_z_p_o       = result[11:1] | (~allow_vref_sw);
            vref_z_n_o       = (~result[11:1]) | (~allow_vref_sw);
            vss_p_o          = result[11:1] & allow_vref_sw;
            vss_n_o          = (~result[11:1]) & allow_vref_sw;
            en_vcm_sw_o      = (counter[0] & (state==convert)) | (state==sample);
            allow_vref_sw    = (~vcm_o_i) & counter[11:1];
        end
    end
endmodule

===== flow/run.sh =====
#!/bin/bash
# OpenROAD 26Q1-2900-gdf79404cd8, Yosys 0.63+post, stock flow scripts
make -C /OpenROAD-flow-scripts/flow DESIGN_CONFIG=/design/flow/config.mk WORK_HOME=/design/flow/orfs finish

==> changes_impl.md <==
### Implementation results

* DRC at 0
* Worst Path Buf+Inv at 3
* Net Switching at 0.0003555 W
* Pwr Density at 281.1 nW/um2
* Initial antenna violation count at 0
* Max incr delay on CP at 0.49 ns
* Init Core Util at 0.4255
* Post-Synth Adder-Cell Area at 0.02825
* Worst Tran Pin Value at 0.7481 ns
* Comb area leader: simple AND/OR/NAND/NOR gates
* Mapped cell area at 2215 um2
* Synth flops at 28
* Int Pwr at 0.0005272 W
* Yosys cell count at 253
* Clk network pwr share at 0.173
* P&R area growth vs syn at 41.81%
* DIE WIDTH at 76.41 um
* Yosys chip area at 2215 um2
* Design Area, Final at 3141 um2
* CTS tree: yes
* Top-area cell share at 0.3164
* CP required at 4.96 ns
* Switching part of the total power at 0.4027
* Die height at 76.41 um
* CP Launch Type: clock port
* Hold Buf Count CTS at 0
* Combined flip-flop and latch cell area at 700.7 um2
* Clk Latency, worst-skew pair at 0.38 ns
* RSZ-0062 raised after global routing: no
* Post-DP Area at 3058 um2
* MaxCap Viol Count at 0
* Via count at 2158
* Comb power frac at 0.494
* Setup violators final at 0
* Number of enable flip-flop cells at 0
* Post-Syn Area per Cell at 8.753 um2
* Core area at 5205 um2
* GR Util met2 at 0.3468
* Setup TNS at 0 ns
* Largest net degree at the start of global routing at 30
* Worst IR Drop VDD at 245.1 uV
* Asr flop ratio synth at 1.000
* I/O pin count at 88
* Crit path max-delay cell type: clkdlybuf4s50_1
* TritonRoute pass-1 iters at 6
* Mux share at 0.03220
* HPWL reported at the end of detailed placement at 4336 um
* Post-Synth Simple-Gate Area at 0.3395
* Placer Congestion at 0.8022
* OpenROAD warnings at 32
* First-pass GRT wire length at 10190 um
* Clk_skew at 0.004727 ns
* Final core utilization at 0.6034
* Logic area at 1339 um2
* Gr usage total at 0.2204
* Largest registers: counter (12), result (12), state (2)
* Port Buf Inserts at 87
* Post-synth cell types at 43
* Largest area contributor in the netlist: dfrtp_1
* Fraction of layout cells with a size suffix above 1 at 0.06154
* Sequential share of power at 0.334
* Outcome: finished, final reports clean
* Met1 Usage GRT at 0.3367
* Max_slew headroom at 0.5013
* CTS resizes at 0
* Post-synth seq share at 0.3164
* Family with the most delay on the worst path: buffers and inverters
* ANT cells at 0
* Worst Setup End Kind: primary output
* Global route hottest layer: met2
* Most used DFF post-synth: dfrtp_1
* Worst Hold Class: reg2reg
* Remaining antenna violation count after routing at 0
* Leakage at 1.307 nW
* Top cells by area: dfrtp_1 (32%), a22o_1 (7.1%), nor2_1 (3.4%)
* Vias in the first global route at 2036
* Max-slew violation count at 0
* Mapped Cells at 253
* Mean number of vias per cell at 5.463
* Synth cell count leaders: dfrtp_1 (28), nor2_1 (20), a22o_1 (18), a21oi_1 (13)
* Synth top cell by count: dfrtp_1
* Initial DRC count at 41
* CP Cell Sequence: clkbuf_8, clkbuf_8, nor3_1, clkdlybuf4s50_1
* WS Path Type: clk2out
* Yosys aoi share at 0.2006
* WL/cell at 15.75 um
* Hold Vio Cnt, Final at 0
* # fillers at 488
* Post-CTS setup buffers at 0
* Die area at 5838 um2
* Worst-path clk slew at 0.10 ns
* GR Layer Usage met3 at 0.02798
* Critical path data arrival time at 3.99 ns
* Yosys xor share at 0.003955
* GRT overflow at 0
* Synth Warn # at 1
* Cell row count at 26
* Max Fanout on Critical Path at 2
* Cell mode on critical path: clkbuf_8
* Reg2Reg Setup Slack at 4.22 ns
* Final WL at 6220 um
## cell usage in the layout, fill, tap and decap left out, types with 6 or more instances in the layout
cell type / count
a21oi_1: 13
a22o_1: 18
and3b_1: 7
clkbuf_8: 6
clkdlybuf4s50_1: 87
dfrtp_1: 28
inv_1: 10
mux2i_1: 6
nand4bb_1: 6
nor2_1: 20
nor2b_1: 12
nor3b_1: 8
nor4b_1: 7
o21ai_0: 12
o31ai_1: 9
or2_0: 6
or2_2: 7
## layer usage
layer	part of all wire	wire length, um
met4	0.0090	56
met1	0.48	3008
met2	0.46	2839
met5	0	0
met3	0.051	316
## power by group through the flow
stage     Clock (W)  Sequential (W)  Combinational, W
5_1_grt    0.000166        0.000307          0.000481
6_report   0.000152        0.000295          0.000436
4_1_cts    0.000157        0.000295          0.000438
## cell type report
cell class	instances	share of cell area
inverter	10	0.01195
tap	70	0.02789
multi-input combinational	191	0.4263
sequential	28	0.2231
timing repair buffer	89	0.2813
clock buffer	7	0.02948
## kinds of logic (layout without fill, tap and decap cells)
group	after synthesis	count (layout)
DFF	28	28
xor gates and xnor gates	1	1
muxes	7	7
buffers and inverters	34	106
and+or+nand+nor	113	113
AOI/OAI and AO/OA	65	65
adders and majority gates	5	5
## per-stage QoR
step	hold slack [ns]	power (W)	cells	setup slack, ns
2_1_floorplan	0.4137	0.0005710	253	1.769
5_1_grt	0.4937	0.0009533	395	0.9249
6_report	0.4408	0.0008827	395	0.9739
4_1_cts	0.4430	0.0008902	395	0.9440
3_5_place_dp	0.4286	0.0007380	389	1.251
3_3_place_gp	0.4341	0.0007356	389	1.251
## final timing paths
path,from,to,depth (start not counted)
setup / recovery,clk,en_comp,4
hold / removal,counter_sample,counter_sample,1
setup reg to reg,single_ended_reg,state[1],4
hold reg to reg,counter_sample,counter_sample,1
max in group asynchronous,rst_z,result[7],2
min in group asynchronous,rst_z,state[0],2
Power is estimated from default activity; no workload was simulated.
